### flow/run.sh
#!/bin/bash
# OpenROAD 26Q1-2900-gdf79404cd8, Yosys 0.63+post, stock flow scripts
make -C /OpenROAD-flow-scripts/flow DESIGN_CONFIG=/design/flow/config.mk WORK_HOME=/design/flow/orfs finish
### flow/config.mk
export PLATFORM = sky130hd
export DESIGN_NAME = MUX2x1
export DESIGN_NICKNAME = MUX2x1
export VERILOG_FILES = /design/flow/design.v
export SDC_FILE = /design/flow/constraint.sdc
export NUM_CORES = 4
export LEC_CHECK = 1
export CORE_AREA = 10 10 83 83
export DIE_AREA = 0 0 93 93
### flow/constraint.sdc
current_design MUX2x1

set clk_period 1.0
set clk_io_pct 0.2

create_clock -name clk0 -period $clk_period

set non_clock_inputs [all_inputs -no_clocks]
set_input_delay [expr $clk_period * $clk_io_pct] -clock clk0 $non_clock_inputs
set_output_delay [expr $clk_period * $clk_io_pct] -clock clk0 [all_outputs]
### flow/design.v
`timescale 1ns / 1ps
module MUX2x1 #(parameter DATAWIDTH = 64)(a,b,sel,d);
    input [DATAWIDTH-1:0] a,b;
    input sel;
    output reg [DATAWIDTH-1:0] d;
    always@(a,b,sel) begin
        if(sel == 0)
            d <= a;
        else
            d <= b;
    end
endmodule
==> results.yml <==
# yosys + openroad results
status:
  status: "finished, violations left"
  violations: "negative setup slack"
die:
  die_h_um: 93
  die_area_um2: 8650
  rows: 26
  die-width_um: 93
  core-area_um2: 5140
  io_pins: 193
  fp_util_pct: 21.0
logic_synthesis:
  xor_share_pct: 0
  yosys.area_share.adder_pct: 0
  synth_area_um2: 1080
  logic_family: "multiplexers"
  top_cells_by_count: "60 x mux2_4, 6 x buf_12, 4 x mux2_2"
  synth_cell_types: 4
  top_area_share_pct: 83.6
  ys_warn_count: 1
  yosysMostFrequentCell: "mux2_4"
  compound_area_share_pct: 0
  simple_gate_area_share_pct: 0
  yosysTopAreaCell: "mux2_4"
  syn_area_per_cell_um2: 15.2
  synth.mux.area_fraction_pct: 87.8
  yosys_cells: 71
  synth_cells: 71
  ys_chip_area_um2: 1080
  top_cells_by_area: "mux2_4 84%, buf_12 11%, mux2_2 4.2%"
  ys_seq_share_pct: 0
power:
  p_switching_mw: 0.286
  intPower_mw: 0.934
  swShare_pct: 23.4
  power_mw: 1.22
  power_density_nw_per_um2: 400
  combPwrFrac_pct: 100.0
  seqPwrFrac_pct: 0
  p_clk_share_pct: 0
  leakage_nw: 1.70
  ir_drop_mv: 0.215
finish:
  syn_to_final_growth_pct: 183
  flop_area_um2: 0
  final_core_util_pct: 59.3
  drive_gt1_share_pct: 53.1
  nClkBuffers: 0
  nFillCells: 506
  flop-count: 0
routing:
  wl_um: 6750
  drt_iter0_markers: 16
  num_vias: 1346
  drc: 0
  viasPerCell: 3.91
  first_pass_iters: 2
  drt-wirelength-per-cell_um: 19.6
  antenna_left: 0
placed_design:
  dp_hpwl_um: 6160
  portBuffers: 193
  dp_slack_ns: -0.547
  gp_congestion: 0.789
worst_setup_path:
  cp_top_family: "buffers and inverters"
  start_kind: "input port"
  crit_top_cell: "buf_12"
  cp_data_arrival_time_ns: 0.99
  cp_max_fo: 7
  critical_path_buf_inv_count: 4
  cp_slowest_cell: "mux2_4"
  crit_chain: "buf_12, buf_12, buf_4, mux2_4, buf_2"
  crit_type: "in2out"
  required_ns: 0.80
  end_kind: "output pin"
  max_stage_delay_ns: 0.28
grt:
  grt_pass1_vias: 1548
  antenna_found_initial: 1
  grt_start_max_net_pins: 15
  grt_pass1_wl_um: 9580
  grt_use_total_pct: 14.4
  grt_overflow_total: 0
final_timing:
  worst_pin_slew_ns: 0.121
  post-route-period-util_pct: 119
  fin_crit_ns: 1.19
  slew_headroom_pct: 92.0
  max_freq_ghz: 0.844
  hold_violations: 0
  setup_ws_ns: -0.185
  slew_violations: 0
  setup_violations: 64
  grt_setup_unrepaired: "yes"
  finalSetupTns_ns: -6.06
job:
  tool_warnings: 35
  maxCapViolCount: 0
worst_hold_path:
  hold_class: "in2out"
## power by group through the flow
| stage | Clock (mW) | Combinational, mW | Sequential [mW] |
|---|---|---|---|
| 4_1_cts | 0 | 1.23 | 0 |
| 5_1_grt | 0.000000134 | 1.31 | 0 |
| 6_report | 0.000000134 | 1.22 | 0 |
## metal layers
layer,wire [µm],share of wire (%),track usage [%],vias up
li1,-,-,-,678
met1,2200,33,14.3,591
met2,3900,58,29.1,77
met4,0,0,0,0
met3,646,9.6,5.33,0
met5,0,0,0,-
## per-stage QoR
step	area [µm²]	hold WS [ns]	std cells
floorplan	1080	0.498	71
global placement	3070	1.23	334
detailed placement	3070	1.23	334
CTS	3000	0.737	342
global route	3050	0.717	344
finish	3050	0.691	344
## cell families after synthesis
logic type / Yosys count
multiplexers: 64
buffers and inverters: 7
## area by class of cell
| class | instances | area (µm²) | share of cell area, % |
|---|---|---|---|
| timing repair buffer | 209 | 2000 | 65.7 |
| multi-input combinational | 64 | 957 | 31.4 |
| tap | 70 | 87.6 | 2.87 |
| antenna | 1 | 2.50 | 0.0821 |
## layout by cell type, fill, tap and decap left out
cell and instances:
buf_12 5, buf_16 2, buf_2 21, buf_4 2
buf_6 50, buf_8 1, clkdlybuf4s50_1 7, diode_2 1
dlygate4sd2_1 116, dlymetal6s2s_1 5, mux2_2 1, mux2_4 63
## timing repair
item | 4_1_cts | 5_1_grt
setup endpoints to repair | 64 | 64
cloned | 2 | 0
resized | 377 | 10
setup buffers | 6 | 1
hold buffers | 0 | 0
## tightest hold or removal path, stage by stage
cell and delay [ns]:
dlymetal6s2s_1 0.08, mux2_4 0.13, buf_2 0.08
## path summary, 6_finish.rpt
check,from,end,cells after the start
min,b[18],d[18],3
max,sel,d[5],5
Power figures rest on the tool's default switching activity, not on a simulated workload.
