===== ./constraint.sdc =====
current_design MUL

set clk_period 34.1
set clk_io_pct 0.2

create_clock -name clk0 -period $clk_period

set non_clock_inputs [all_inputs -no_clocks]
set_input_delay [expr $clk_period * $clk_io_pct] -clock clk0 $non_clock_inputs
set_output_delay [expr $clk_period * $clk_io_pct] -clock clk0 [all_outputs]

===== ./config.mk =====
export PLATFORM = sky130hd
export DESIGN_NAME = MUL
export DESIGN_NICKNAME = MUL
export VERILOG_FILES = /design/flow/design.v
export SDC_FILE = /design/flow/constraint.sdc
export NUM_CORES = 4
export LEC_CHECK = 1
export CORE_UTILIZATION = 50

===== ./run.sh =====
#!/bin/bash
# OpenROAD 26Q1-2900-gdf79404cd8, Yosys 0.63+post, stock flow scripts
make -C /OpenROAD-flow-scripts/flow DESIGN_CONFIG=/design/flow/config.mk WORK_HOME=/design/flow/orfs finish

===== ./design.v =====
`timescale 1ns / 1ps
module MUL #(parameter DATAWIDTH = 64)(a,b,prod);
    input [DATAWIDTH-1:0]           a,b;
    output reg [2*DATAWIDTH-1:0]    prod;
    always@(*) begin
        prod = $unsigned( a * b);
    end
endmodule

==> Changelog: implementation <==
### Physical design

* Routed wire length per instance at approximately 22 um
* Number of flip-flops and latches at 0
* Max-cap viol count at 0
* Number of fillers in the final layout at 11.6k
* Core Area at 126000 um^2
* Syn Area/Cell at just under 9 um^2
* Worst setup startpoint: b[2]
* Main logic family after synthesis: adder cells
* Longest individual stage delay on the worst path at 1000 ps
* Area share of xor/xnor cells in the synthesized design at 2.50%
* Largest type area fraction at 57.5%
* Synth top area cells: sky130_fd_sc_hd__fa_1, sky130_fd_sc_hd__inv_1, sky130_fd_sc_hd__and2_1
* Final Cycle Share at 71.9%
* Number of warnings in the stage logs at 32
* Quantity of hold-fixing buffers added after cts at 0
* Mean number of vias per cell at around 5
* Class of the worst hold path: primary input to output pin
* Count of synthesis-stage warnings from yosys at 1
* Register cell area after layout at 0 um^2
* Kind of launch point of the worst setup path: primary input
* Tally of unique sky130hd cells used after synthesis at 67
* Worst-path cell with the longest stage delay: sky130_fd_sc_hd__a211oi_1
* Worst setup EP type: output pin
* Yosys chip area at 63700 um^2
* Data arrival time of the critical path at 17710 ps
* Die outline area at between 100000 and 150000 um^2
* Final design instance area without fill at roughly 67000 um^2
* Slew at the pin closest to its max-slew limit at roughly 1300 ps
* Setup TNS Final at 0 ps
* Floorplan-stage core utilization at about half
* Total routed wirelength at a little under 200000 um
* Initial antenna violation count at 5
* Slew margin rel. at about a tenth
* Largest area contributor in the netlist: sky130_fd_sc_hd__fa_1
* GR Util All Layers at between 30% and 40%
* Overall die height at approximately 360 um
* Post-cts sizing count at 0
* Length of the first detailed-routing pass in iterations at 5
* Clock period minus final worst setup slack at 24530 ps
* Via count at roughly 45k
* Post-synthesis cell area at 63700 um^2
* Grt total ovfl at 0
* Placement Cell Area at 66700 um^2
* Cells in synth_stat.txt at approximately 7k
* Chip Width at 359 um
* Slew Limit Fails at 0
* Count of pins on the block boundary at ~260
* Status: complete, no violations
* Dominant cell by count in the synthesized netlist: sky130_fd_sc_hd__inv_1
* Number of buffers inserted to repair setup after CTS at 0
* Post-Synthesis Cells at approximately 7k
* Crit Path Category: primary input to output pin
* Yosys adder share at 63.6%
* CP most frequent cell: sky130_fd_sc_hd__fa_1
* Share of synthesized area spent on multiplexers at 0.0314%
* Vias in the first global route at between 40k and 50k
* Maximum number of pins on one net before global-route repair at roughly 65
* Register share after synthesis at 0%
* Met3 wire length at 31700 um
* Wire length of the first global-routing pass at just over 300000 um
* Worst min-delay path startpoint: a[0]
* Post-layout util at 52.9%
* Final setup fails at 0
* Area of the multi-input gates at 54800 um^2
* Routed length on met1 at 71300 um
* Worst EP required at 27280 ps
* Iteration-0 DRC count of the detailed router at 1729
* Remaining design rule violation count at 0
* Number of placement rows at roughly 130
* Layout clock buffer count at 0
* IO buf count at around 190
* Max Clock Freq at between 40 and 50 MHz
* Maximum fanout along the worst path at 36
* Fraction of layout cells with a size suffix above 1 at 2.77%
* Number of hold violations in the final report at 0
* Most used standard cells in the synthesized netlist: sky130_fd_sc_hd__inv_1, sky130_fd_sc_hd__fa_1, sky130_fd_sc_hd__nand2_1, sky130_fd_sc_hd__and2_1, sky130_fd_sc_hd__clkbuf_1
* Highest metal layer used by the detailed router: met5
* Area growth, synth to finish at 4.66%
* Detail Route Antenna Nets at 0
* Placer's final routability congestion estimate at 1.04
* Hpwl dp at between 150000 and 200000 um
* RSZ-0062 raised after global routing: false
* Met2 Wirelength at roughly 84000 um
* Post-synthesis simple-gate area fraction at between 15 and 20%
* Compound-gate portion of the synthesized area at 2.10%
[critical path: cells and delay by family]
family                   cells  cell delay [ps]
AND-OR/OR-AND                5             2100
XOR/XNOR                     1              400
adder cells (fa/ha/maj)     11             5400
AND/OR/NAND/NOR              4              770
buffers and inverters       12             2130
[per-layer routing]
metal / GRT usage, % / vias up
met5: 1.22 / -
met4: 7.68 / 4
met3: 22.0 / 259
met2: 47.7 / 2239
met1: 47.4 / 22800
li1: - / 19500
[logic make-up (layout without fill, tap and decap cells)]
| family | count (synthesis) | in the layout |
|---|---|---|
| AND-OR/OR-AND | 201 | 201 |
| XOR/XNOR | 182 | 182 |
| adder cells (fa/ha/maj) | 2142 | 2142 |
| buffers and inverters | 2374 | 2210 |
| multiplexers | 2 | 2 |
| other | 1 | 69 |
| AND/OR/NAND/NOR | 2229 | 2229 |
[worst paths after layout]
check                       to  slack (ps)  depth (start not counted)
worst max-delay path  prod[51]        9570                         33
worst min-delay path   prod[0]       14630                          4
[per-stage QoR]
| stage | hold WS (ps) | setup WS [ps] | instances |
|---|---|---|---|
| 3_5_place_dp | 14620 | 9430 | 8680 |
| 2_1_floorplan | 13920 | 12180 | 7194 |
| 6_report | 14630 | 9570 | 8685 |
| 4_1_cts | 14640 | 9410 | 8680 |
| 5_1_grt | 14660 | 8970 | 8681 |
| 3_3_place_gp | 14630 | 9380 | 8680 |
[placed cells by master, fill, tap and decap left out, types with 3 or more instances in the layout]
cell type                         count
sky130_fd_sc_hd__buf_2               42
sky130_fd_sc_hd__a31o_2               3
sky130_fd_sc_hd__xor2_1              34
sky130_fd_sc_hd__a21oi_1             76
sky130_fd_sc_hd__ha_1               311
sky130_fd_sc_hd__a21o_1              24
sky130_fd_sc_hd__nand2_1           1135
sky130_fd_sc_hd__buf_4              131
sky130_fd_sc_hd__and2_1             995
sky130_fd_sc_hd__a21boi_0             6
sky130_fd_sc_hd__o21bai_1            14
sky130_fd_sc_hd__o2111ai_1            4
sky130_fd_sc_hd__nand2b_1             5
sky130_fd_sc_hd__nor2_1              26
sky130_fd_sc_hd__fa_1              1831
sky130_fd_sc_hd__a31oi_1              3
sky130_fd_sc_hd__o21ai_0             33
sky130_fd_sc_hd__o211ai_1             3
sky130_fd_sc_hd__inv_1             1885
sky130_fd_sc_hd__nor3_1               8
sky130_fd_sc_hd__clkdlybuf4s50_1    150
sky130_fd_sc_hd__and3_1              14
sky130_fd_sc_hd__diode_2              5
sky130_fd_sc_hd__nand3_1             17
sky130_fd_sc_hd__xnor2_1            148
sky130_fd_sc_hd__a211oi_1             3
sky130_fd_sc_hd__conb_1              64
sky130_fd_sc_hd__nand4_1             12
[area by class of cell]
| type | instances | share of cell area (%) |
|---|---|---|
| multi-input combinational | 4820 | 82.2 |
| inverter | 1885 | 10.6 |
| timing repair buffer | 325 | 4.10 |
| tap | 1650 | 3.10 |
| antenna | 5 | 0.0188 |
