**./config.mk**
```make
export PLATFORM = sky130hd
export DESIGN_NAME = SMUL
export DESIGN_NICKNAME = SMUL
export VERILOG_FILES = /design/flow/design.v
export SDC_FILE = /design/flow/constraint.sdc
export NUM_CORES = 4
export LEC_CHECK = 1
export CORE_UTILIZATION = 30
```
**./constraint.sdc**
```tcl
current_design SMUL

set clk_period 27.3
set clk_io_pct 0.2

create_clock -name clk0 -period $clk_period

set non_clock_inputs [all_inputs -no_clocks]
set_input_delay [expr $clk_period * $clk_io_pct] -clock clk0 $non_clock_inputs
set_output_delay [expr $clk_period * $clk_io_pct] -clock clk0 [all_outputs]
```
**./design.v**
```verilog
`timescale 1ns / 1ps
module SMUL #(parameter DATAWIDTH = 64)(a,b,prod);
    input [DATAWIDTH-1:0]           a,b;
    output reg [2*DATAWIDTH-1:0]    prod;
    always@(*) begin
        prod = $signed(a * b);
    end
endmodule
```
**./run.sh**
```bash
#!/bin/bash
# OpenROAD 26Q1-2900-gdf79404cd8, Yosys 0.63+post, stock flow scripts
make -C /OpenROAD-flow-scripts/flow DESIGN_CONFIG=/design/flow/config.mk WORK_HOME=/design/flow/orfs finish
```
==> qor.csv <==
metric;value;unit
Period Utilization, post-route;83.1;%
Post-Route Utilization;32.6;%
Die Y;463;um
ys cells;7130;
Flop area;0;um2
fmax;44.1;MHz
status;completed;
HPWL after DPL;164;mm
layout cell share with drive strength beyond 1;2.66;%
row count;168;
Slew @ Worst Pin;1.19;ns
initial antenna violation count;14;
largest net degree at the start of global routing;66;
CP max stage delay;0.91;ns
Max VDD drop;6480;uV
FP Util;30.3;%
CP max-delay cell;a32oi_1;
unrepaired setup endpoints after global routing;no;
RePlAce Congestion;1.00;
drt drc;0;
Final TNS setup;0;ns
DR WL/cell;20.3;um
drt total wl;200;mm
CP most frequent cell;fa_1;
post-cts resize count;0;
hold path start;b[0];
Yosys chip area;63700;um2
Die W;463;um
Hold Buf Count CTS;0;
wire length of the first global-routing pass;316;mm
Flop Count;0;
Worst Hold End;prod[0];
crit-path max FO;65;
Top cell excl fill/tap;inv_1;
Syn Std Cell Area;63700;um2
Syn. warnings;1;
first-pass iteration count of the detailed router;7;
worst hold path type;in2out;
most frequent cells in the layout;inv_1, fa_1, nand2_1;
max_slew headroom;20.8;%
GR Util All Layers;20.5;%
net switching power;44400;uW
IO Pins;256;
library cells used by synthesis;66;
aggregate global routing overflow;0;
Internal Power;37600;uW
critical path capture point type;output pin;
First DRT Iteration DRCs;1768;
critical path type;in2out;
Final Max Slew Viols;0;
P_leak;0.0342;uW
hold depth;4;
# port buffers;256;
chip area;214000;um2
core footprint;210000;um2
Synth Area per Inst;8.94;um2
Worst Path Arrival;17.22;ns
post-synthesis sequential area ratio;0;%
Tmin final;22.68;ns
via/cell ratio;4.58;
Worst Path Required;21.84;ns
postcts setup bufs;0;
Layout area overhead;7.41;%
endpoints failing hold;0;
vias in the first global route;51036;
clkbuf count;0;
cell count after synthesis;7130;
total of max-cap violations;0;
Yosys top cell area share;57.5;%
Yosys top cell by area;fa_1;
final setup violation count;0;
pwr dens;1200;nW/um2
Worst setup SP type;input pin;
Area contributors post-synth;fa_1, inv_1, and2_1;
OpenROAD warning count;32;
Routed Antenna Nets;0;
switching part of the total power;54.1;%
DR vias;45073;
==> worst max-delay path by stage <==
stage         start        end  slack [ns]  cells past startpoint
CTS           a[24]  prod[102]        4.50                     33
global route   b[6]  prod[121]        4.21                     31
finish         b[6]  prod[121]        4.62                     33
==> worst max-delay path, delay by kind of cell <==
family | cells | cell delay, ns
AOI/OAI and AO/OA | 6 | 2.65
and+or+nand+nor | 2 | 0.23
adders and majority gates | 11 | 5.39
buffers and inverters | 13 | 3.18
xor gates and xnor gates | 1 | 0.17
==> stage by stage <==
stage	hold slack (ns)	setup slack, ns	area, um2	instances	power, uW
floorplan	11.20	6.24	63700	7130	45600
detailed placement	12.01	4.55	68400	9824	80500
CTS	12.01	4.50	68400	9824	80900
global route	12.02	4.21	68400	9825	86000
global placement	12.02	4.71	68400	9824	81000
finish	12.01	4.62	68400	9835	81900
==> cell usage after synthesis (2+ instances only) <==
cell type	count
inv_1	1885
fa_1	1831
nand2_1	1135
and2_1	995
clkbuf_1	417
ha_1	311
xnor2_1	148
a21oi_1	76
buf_4	65
xor2_1	34
o21ai_0	33
nor2_1	26
a21o_1	24
nand3_1	17
and3_1	14
o21bai_1	14
nand4_1	12
nor3_1	8
a21boi_0	6
nand2b_1	5
buf_2	4
o2111ai_1	4
a211oi_1	3
a31o_2	3
a31oi_1	3
o211ai_1	3
a221o_1	2
a221oi_1	2
a41oi_1	2
buf_1	2
mux2i_1	2
nand4b_1	2
nor2b_1	2
nor3b_1	2
nor4_1	2
o221ai_1	2
o311ai_0	2
o31ai_1	2
o41ai_1	2
or3_1	2
==> cells by family (layout without fill, tap and decap cells) <==
logic type      after synthesis  count (layout)  synth area share (%)
buf+inv                    2374            2263                  14.4
simple gates               2229            2229                  17.3
fa+ha+maj                  2142            2142                  63.6
compound gates              201             201                  2.10
xor+xnor                    182             182                  2.50
mux                           2               2                0.0314
other cells                   0              11                     0
==> cell type report <==
type | instances | area [um2]
antenna | 11 | 27.5
tap | 2805 | 3510
fill | 21524 | 142000
timing repair buffer | 378 | 3260
multi-input combinational | 4756 | 54600
inverter | 1885 | 7080
==> layer usage <==
| layer | vias to the layer above | share of wire, % | track usage (%) |
|---|---|---|---|
| li1 | 19514 | - | - |
| met1 | 22952 | 39 | 26.6 |
| met2 | 2356 | 42 | 28.7 |
| met3 | 229 | 17 | 14.8 |
| met4 | 22 | 1.9 | 3.23 |
| met5 | - | 0.25 | 1.40 |
Power is estimated from default activity; no workload was simulated.
